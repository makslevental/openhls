**./run.sh**
```bash
#!/bin/bash
# OpenROAD 26Q1-2900-gdf79404cd8, Yosys 0.63+post, stock flow scripts
make -C /OpenROAD-flow-scripts/flow DESIGN_CONFIG=/design/flow/config.mk WORK_HOME=/design/flow/orfs finish
```
**./config.mk**
```make
export PLATFORM = sky130hd
export DESIGN_NAME = fmax
export DESIGN_NICKNAME = fmax
export VERILOG_FILES = /design/flow/design.v
export SDC_FILE = /design/flow/constraint.sdc
export NUM_CORES = 4
export LEC_CHECK = 1
export CORE_AREA = 10 10 84 84
export DIE_AREA = 0 0 94 94
```
**./constraint.sdc**
```tcl
current_design fmax

set clk_period 3.7
set clk_io_pct 0.2

create_clock -name clk0 -period $clk_period [get_ports {clk}]

set non_clock_inputs [all_inputs -no_clocks]
set_input_delay [expr $clk_period * $clk_io_pct] -clock clk0 $non_clock_inputs
set_output_delay [expr $clk_period * $clk_io_pct] -clock clk0 [all_outputs]
```
**./design.v**
```verilog
module intcomparator_6_101_f300_uid4
    (input wire clk,
        input wire [5:0] x,
        input wire [5:0] y,
        output wire xlty,
        output wire xgty);
    wire xltyi;
    wire xgtyi;
    wire n91_o;
    wire n92_o;
    wire n95_o;
    wire n96_o;
    assign xlty = xltyi;
    assign xgty = xgtyi;
    assign xltyi = n92_o;  
    assign xgtyi = n96_o;  
    assign n91_o = $unsigned(x) < $unsigned(y);
    assign n92_o = n91_o ? 1'b1 : 1'b0;
    assign n95_o = $unsigned(x) > $unsigned(y);
    assign n96_o = n95_o ? 1'b1 : 1'b0;
endmodule
module fcmplt #(parameter ID=1)
    (input wire clk,
        input wire [8:0] X,
        input wire [8:0] Y,
        output wire unordered,
        output wire XltY);
    wire[1:0] excx;
    wire[1:0] excy;
    wire signx;
    wire signy;
    wire[5:0] expfracx;
    wire[5:0] expfracy;
    wire iszerox;
    wire iszeroy;
    wire isnormalx;
    wire isnormaly;
    wire isinfx;
    wire isinfy;
    wire isnanx;
    wire isnany;
    wire negativex;
    wire positivex;
    wire negativey;
    wire positivey;
    wire expfracxltexpfracy;
    wire expfracxgtexpfracy;
    wire xltynum;
    wire unorderedr;
    wire xltyr;
    wire[1:0] n2_o;
    wire[1:0] n3_o;
    wire n4_o;
    wire n5_o;
    wire[5:0] n6_o;
    wire[5:0] n7_o;
    wire n10_o;
    wire n11_o;
    wire n15_o;
    wire n16_o;
    wire n20_o;
    wire n21_o;
    wire n25_o;
    wire n26_o;
    wire n30_o;
    wire n31_o;
    wire n35_o;
    wire n36_o;
    wire n40_o;
    wire n41_o;
    wire n45_o;
    wire n46_o;
    wire n48_o;
    wire n49_o;
    wire expfraccmp_n50;
    wire expfraccmp_n51;
    wire expfraccmp_xlty;
    wire expfraccmp_xgty;
    wire n58_o;
    wire n59_o;
    wire n60_o;
    wire n61_o;
    wire n62_o;
    wire n63_o;
    wire n64_o;
    wire n65_o;
    wire n66_o;
    wire n67_o;
    wire n68_o;
    wire n69_o;
    wire n70_o;
    wire n71_o;
    wire n72_o;
    wire n73_o;
    wire n74_o;
    wire n75_o;
    wire n76_o;
    wire n77_o;
    wire n78_o;
    wire n79_o;
    wire n80_o;
    wire n81_o;
    wire n82_o;
    wire n83_o;
    wire n84_o;
    wire n85_o;
    wire n86_o;
    wire n87_o;
    assign unordered = unorderedr;
    assign XltY = xltyr;
    assign excx = n2_o;  
    assign excy = n3_o;  
    assign signx = n4_o;  
    assign signy = n5_o;  
    assign expfracx = n6_o;  
    assign expfracy = n7_o;  
    assign iszerox = n11_o;  
    assign iszeroy = n16_o;  
    assign isnormalx = n21_o;  
    assign isnormaly = n26_o;  
    assign isinfx = n31_o;  
    assign isinfy = n36_o;  
    assign isnanx = n41_o;  
    assign isnany = n46_o;  
    assign negativex = signx;  
    assign positivex = n48_o;  
    assign negativey = signy;  
    assign positivey = n49_o;  
    assign expfracxltexpfracy = expfraccmp_n50;  
    assign expfracxgtexpfracy = expfraccmp_n51;  
    assign xltynum = n84_o;  
    assign unorderedr = n85_o;  
    assign xltyr = n87_o;  
    assign n2_o = X[8:7];
    assign n3_o = Y[8:7];
    assign n4_o = X[6];
    assign n5_o = Y[6];
    assign n6_o = X[5:0];
    assign n7_o = Y[5:0];
    assign n10_o = excx == 2'b00;
    assign n11_o = n10_o ? 1'b1 : 1'b0;
    assign n15_o = excy == 2'b00;
    assign n16_o = n15_o ? 1'b1 : 1'b0;
    assign n20_o = excx == 2'b01;
    assign n21_o = n20_o ? 1'b1 : 1'b0;
    assign n25_o = excy == 2'b01;
    assign n26_o = n25_o ? 1'b1 : 1'b0;
    assign n30_o = excx == 2'b10;
    assign n31_o = n30_o ? 1'b1 : 1'b0;
    assign n35_o = excy == 2'b10;
    assign n36_o = n35_o ? 1'b1 : 1'b0;
    assign n40_o = excx == 2'b11;
    assign n41_o = n40_o ? 1'b1 : 1'b0;
    assign n45_o = excy == 2'b11;
    assign n46_o = n45_o ? 1'b1 : 1'b0;
    assign n48_o = ~signx;
    assign n49_o = ~signy;
    assign expfraccmp_n50 = expfraccmp_xlty;  
    assign expfraccmp_n51 = expfraccmp_xgty;  
    intcomparator_6_101_f300_uid4 expfraccmp(
        .clk(clk),
        .x(expfracx),
        .y(expfracy),
        .xlty(expfraccmp_xlty),
        .xgty(expfraccmp_xgty));
    assign n58_o = isinfx & positivex;
    assign n59_o = ~n58_o;
    assign n60_o = isinfy & positivey;
    assign n61_o = n59_o & n60_o;
    assign n62_o = negativex | iszerox;
    assign n63_o = isnormaly & positivey;
    assign n64_o = n62_o & n63_o;
    assign n65_o = n61_o | n64_o;
    assign n66_o = ~iszerox;
    assign n67_o = negativex & n66_o;
    assign n68_o = n67_o & iszeroy;
    assign n69_o = n65_o | n68_o;
    assign n70_o = isnormalx & isnormaly;
    assign n71_o = n70_o & positivex;
    assign n72_o = n71_o & positivey;
    assign n73_o = n72_o & expfracxltexpfracy;
    assign n74_o = n69_o | n73_o;
    assign n75_o = isnormalx & isnormaly;
    assign n76_o = n75_o & negativex;
    assign n77_o = n76_o & negativey;
    assign n78_o = n77_o & expfracxgtexpfracy;
    assign n79_o = n74_o | n78_o;
    assign n80_o = isinfx & negativex;
    assign n81_o = isinfy & negativey;
    assign n82_o = ~n81_o;
    assign n83_o = n80_o & n82_o;
    assign n84_o = n79_o | n83_o;
    assign n85_o = isnanx | isnany;
    assign n86_o = ~unorderedr;
    assign n87_o = xltynum & n86_o;
endmodule
module fmax #(parameter
    ID=1,
    WIDTH=10
)
    (input wire clk,
        input wire[WIDTH-1:0] X,
        input wire[WIDTH-1:0] Y,
        output reg[WIDTH-1:0] R
    );
    wire unordered;
    wire XltY;
    fcmplt#(ID) _fcmplt(
        clk,
        X,
        Y,
        unordered,
        XltY
    );
    always @(posedge clk) begin
        R <= (unordered == 1) ? X:(XltY == 1 ? Y : X);
    end
endmodule
```
==> impl_metrics.toml <==
# implementation run metrics
[global_routing]
antenna_found_initial = 0
grt_use_total = 0.0418
grt_pass1_vias = 554
grt_pass1_wl_mm = 2.80
overflow = 0
grt_max_degree = 9

[routing]
drt_iter0_drc = 8
post_drt_wl_per_cell_um = 11.1
viasPerCell = 3.25
first_pass_iters = 2
drc = 0
routed-via-count = 526
ant_nets = 0
antennaDiodeCount = 0
routed_wl_mm = 1.80

[critical_path]
critPathMaxFanout = 8
worstPathArrival_ns = 2.98
end_kind = "register"
startpoint_type = "primary input"
startpoint = "Y[3]"
crit_end = "R[4]$_DFF_P_"
critical_path_class = "primary input to register"
required_ns = 3.82

[power]
irDropWorstVdd_mv = 0.113
power.total_mw = 0.310
p_leak_nw = 0.419
powerDensity_nw_per_um2 = 304

[clock_network]
cts_tree = "yes"
post_cts_resized = 0
clockRootBuffer = "clkbuf_8"
cts_made_buffers = 3
clk_path_buf_depth = 2
clock-sinks = 10
post_cts_buffers = 0
path_clk_slew_ns = 0.05
hold_buffers = 0
htree_num_levels = 1

[die]
ios = 31
die_y_um = 94
die-width_um = 94
chip_area_sq_um = 8840
core_sq_um = 5200
fp_util = 0.113
fp-row-count = 26

[final_layout]
drive_above_1_share = 0.152
largest_reg_flops = 10
reg.largest.list = "R x10"
fill_cells = 587
top_register = "R"
area_growth_pct = 72.7
final_cell_mix = "clkdlybuf4s50_1 (30), dfxtp_1 (10), inv_1 (10), mux2_2 (7), ha_1 (6)"
mostFrequentLayoutCell = "clkdlybuf4s50_1"

[synth]
ys_sh_mux = 0.150
synth.cell_area_sq_um = 591
synth_cells = 59
ys_cells = 59
simple_gate_share = 0.167
adder_share = 0.127
yosysWarningCount = 3
synth_cell_types = 26
xor_area_frac = 0
avgSynthCellArea_sq_um = 10.0
ys_ff = 10
ys_chip_area_sq_um = 591
ys_seq_frac = 0.339
synthAoiAreaFrac = 0.153
ys_top_logic_family = "simple AND/OR/NAND/NOR gates"

[place]
place_congestion = 0.762
detailed_place_hpwl_mm = 1.53
io_buffers = 30

[run_status]
status = "complete, no violations"

[min_path]
hold_class = "primary input to register"
holdPathStages = 2

[final_timing]
slew_violations = 0
finalClockPeriodUsage = 0.774
relSlewSlack = 0.740
finalCriticalPeriod_ns = 2.86
rsz0062_at_grt = "no"
setup_tns_ns = 0
setup_violations = 0
hold_viol_final = 0
worst_pin_slew_ns = 0.381
fmax_ghz = 0.349

[job]
warnings = 25
drv_cap = 0
==> metal layers <==
metal	up-vias	track usage	share of wire
met5	-	0	0
met4	0	0.00253	0
met3	0	0.0315	0.16
met2	20	0.0634	0.43
met1	224	0.0482	0.41
li1	282	-	-
==> how the worst min path moves through the flow <==
stage                 startpoint      endpoint  slack, ns
final                       Y[9]  R[9]$_DFF_P_       1.12
after CTS                   Y[9]  R[9]$_DFF_P_       1.11
after global routing        Y[9]  R[9]$_DFF_P_       1.11
==> worst max-delay path: stages <==
cell and delay [ns]:
clkdlybuf4s50_1 0.47, inv_1 0.04, ha_1 0.28, and4_1 0.22
o21a_1 0.13, or4_4 0.55, nand4_4 0.19, mux2_2 0.36
==> kinds of logic (layout without fill, tap and decap cells) <==
family / count (synthesis) / count (layout)
AND/OR/NAND/NOR: 13 / 13
AND-OR/OR-AND: 12 / 12
flip-flops: 10 / 10
buffers and inverters: 10 / 43
multiplexers: 8 / 8
adder cells (fa/ha/maj): 6 / 6
==> stage by stage <==
stage	utilization	hold WS [ns]	cell area (sq um)	cells	setup slack (ns)
after global routing	0.196	1.11	1020	162	0.776
after floorplan	-	0.870	591	59	1.19
after global placement	0.188	1.37	978	159	0.610
after CTS	0.196	1.11	1020	162	0.830
after detailed placement	0.188	1.35	978	159	0.598
final	0.196	1.12	1020	162	0.837
==> cells in the mapped netlist <==
cell       instances  area share
o21ai_1            1      0.0085
o21a_1             1       0.013
mux2_2             7        0.13
inv_1             10       0.064
nand2_1            2       0.013
nand3_1            1      0.0085
ha_1               6        0.13
nand4_4            1       0.036
or4_4              1       0.019
nand4bb_1          1       0.019
a2111oi_0          1       0.015
nor2b_1            1       0.011
o211a_1            1       0.017
nor3b_1            1       0.013
a21o_1             1       0.013
o31ai_2            1       0.021
a311oi_1           1       0.015
or3_1              2       0.021
nor2_1             2       0.013
a31o_2             1       0.015
o21ai_0            1      0.0085
a31oi_1            1       0.011
and4_1             1       0.015
mux2i_1            1       0.017
a21oi_1            2       0.017
dfxtp_1           10        0.34
==> cell type report <==
type,count,area (sq um),area share
inverter,10,37.5,0.0368
sequential,10,200,0.196
timing repair buffer,30,300,0.294
multi-input combinational,39,353,0.346
clock buffer,3,41.3,0.0405
tap,70,87.6,0.0859
==> power breakdown <==
group	internal (mW)	total, mW	switching [mW]
logic	0.0538	0.0793	0.0255
registers	0.119	0.121	0.00254
clock network	0.0709	0.109	0.0386
Power figures rest on the tool's default switching activity, not on a simulated workload.
