## constraint.sdc

```tcl
current_design fsqrt

set clk_period 1.5
set clk_io_pct 0.2

create_clock -name clk0 -period $clk_period [get_ports {clk}]

set non_clock_inputs [all_inputs -no_clocks]
set_input_delay [expr $clk_period * $clk_io_pct] -clock clk0 $non_clock_inputs
set_output_delay [expr $clk_period * $clk_io_pct] -clock clk0 [all_outputs]
```

## run.sh

```bash
#!/bin/bash
# OpenROAD 26Q1-2900-gdf79404cd8, Yosys 0.63+post, stock flow scripts
make -C /OpenROAD-flow-scripts/flow DESIGN_CONFIG=/design/flow/config.mk WORK_HOME=/design/flow/orfs finish
```

## design.v

```verilog
module fsqrt#(parameter ID=1)
  (input  clk,
   input  [8:0] X,
   output [8:0] R);
  wire [2:0] fracx;
  wire [2:0] ern0;
  wire [2:0] xsx;
  wire [2:0] ern1;
  wire [2:0] ern1_d1;
  wire [6:0] fracxnorm;
  wire [1:0] s0;
  wire [6:0] t1;
  wire d1;
  wire [7:0] t1s;
  wire [5:0] t1s_h;
  wire [1:0] t1s_l;
  wire [5:0] u1;
  wire [5:0] t3_h;
  wire [6:0] t2;
  wire [2:0] s1;
  wire d2;
  wire [7:0] t2s;
  wire [6:0] t2s_h;
  wire t2s_l;
  wire [6:0] u2;
  wire [6:0] t4_h;
  wire [6:0] t3;
  wire [3:0] s2;
  wire d3;
  wire d3_d1;
  wire [7:0] t3s;
  wire [7:0] t3s_h;
  wire [7:0] t3s_h_d1;
  wire [7:0] u3;
  wire [7:0] u3_d1;
  wire [7:0] t5_h;
  wire [6:0] t4;
  wire [4:0] s3;
  wire [4:0] s3_d1;
  wire d5;
  wire [5:0] mr;
  wire [2:0] fr;
  wire round;
  wire [2:0] frrnd;
  wire [5:0] rn2;
  wire [2:0] xsr;
  wire [2:0] xsr_d1;
  wire [2:0] n11_o;
  wire [1:0] n12_o;
  wire [2:0] n14_o;
  wire [2:0] n15_o;
  wire [2:0] n17_o;
  wire n18_o;
  wire [2:0] n19_o;
  wire [2:0] n20_o;
  wire [3:0] n22_o;
  wire [6:0] n24_o;
  wire n25_o;
  wire n26_o;
  wire [6:0] n27_o;
  wire [4:0] n29_o;
  wire [6:0] n31_o;
  wire [3:0] n33_o;
  wire [3:0] n35_o;
  wire [2:0] n36_o;
  wire [6:0] n37_o;
  wire n38_o;
  wire n39_o;
  wire [7:0] n41_o;
  wire [5:0] n42_o;
  wire [1:0] n43_o;
  wire [2:0] n45_o;
  wire [3:0] n46_o;
  wire n47_o;
  wire [4:0] n48_o;
  wire [5:0] n50_o;
  wire [5:0] n51_o;
  wire [5:0] n52_o;
  wire [5:0] n53_o;
  wire [4:0] n54_o;
  wire [6:0] n55_o;
  wire [2:0] n56_o;
  wire n57_o;
  wire n58_o;
  wire [7:0] n60_o;
  wire [6:0] n61_o;
  wire n62_o;
  wire [3:0] n64_o;
  wire [4:0] n65_o;
  wire n66_o;
  wire [5:0] n67_o;
  wire [6:0] n69_o;
  wire [6:0] n70_o;
  wire [6:0] n71_o;
  wire [6:0] n72_o;
  wire [5:0] n73_o;
  wire [6:0] n74_o;
  wire [3:0] n75_o;
  wire n76_o;
  wire n77_o;
  wire [7:0] n79_o;
  wire [4:0] n81_o;
  wire [5:0] n82_o;
  wire n83_o;
  wire [6:0] n84_o;
  wire [7:0] n86_o;
  wire [7:0] n87_o;
  wire [7:0] n88_o;
  wire [7:0] n89_o;
  wire [6:0] n90_o;
  wire [4:0] n91_o;
  wire n92_o;
  wire n93_o;
  wire [5:0] n94_o;
  wire [2:0] n95_o;
  wire n96_o;
  wire [2:0] n98_o;
  wire [2:0] n99_o;
  wire [5:0] n100_o;
  wire n103_o;
  wire n106_o;
  wire n109_o;
  wire n112_o;
  wire [3:0] n114_o;
  reg [2:0] n115_o;
  wire [8:0] n116_o;
  reg [2:0] n117_q;
  reg n118_q;
  reg [7:0] n119_q;
  reg [7:0] n120_q;
  reg [4:0] n121_q;
  reg [2:0] n122_q;
  assign R = n116_o;
  assign fracx = n11_o;  
  assign ern0 = n14_o;  
  assign xsx = n15_o;  
  assign ern1 = n20_o;  
  assign ern1_d1 = n117_q;  
  assign fracxnorm = n27_o;  
  assign s0 = 2'b01;  
  assign t1 = n37_o;  
  assign d1 = n39_o;  
  assign t1s = n41_o;  
  assign t1s_h = n42_o;  
  assign t1s_l = n43_o;  
  assign u1 = n50_o;  
  assign t3_h = n52_o;  
  assign t2 = n55_o;  
  assign s1 = n56_o;  
  assign d2 = n58_o;  
  assign t2s = n60_o;  
  assign t2s_h = n61_o;  
  assign t2s_l = n62_o;  
  assign u2 = n69_o;  
  assign t4_h = n71_o;  
  assign t3 = n74_o;  
  assign s2 = n75_o;  
  assign d3 = n77_o;  
  assign d3_d1 = n118_q;  
  assign t3s = n79_o;  
  assign t3s_h = t3s;  
  assign t3s_h_d1 = n119_q;  
  assign u3 = n86_o;  
  assign u3_d1 = n120_q;  
  assign t5_h = n88_o;  
  assign t4 = n90_o;  
  assign s3 = n91_o;  
  assign s3_d1 = n121_q;  
  assign d5 = n93_o;  
  assign mr = n94_o;  
  assign fr = n95_o;  
  assign round = n96_o;  
  assign frrnd = n99_o;  
  assign rn2 = n100_o;  
  assign xsr = n115_o;  
  assign xsr_d1 = n122_q;  
  assign n11_o = X[2:0];
  assign n12_o = X[5:4];
  assign n14_o = {1'b0, n12_o};
  assign n15_o = X[8:6];
  assign n17_o = ern0 + 3'b001;
  assign n18_o = X[3];
  assign n19_o = {2'b0, n18_o};   
  assign n20_o = n17_o + n19_o;
  assign n22_o = {1'b1, fracx};
  assign n24_o = {n22_o, 3'b000};
  assign n25_o = X[3];
  assign n26_o = ~n25_o;
  assign n27_o = n26_o ? n24_o : n31_o;
  assign n29_o = {2'b01, fracx};
  assign n31_o = {n29_o, 2'b00};
  assign n33_o = fracxnorm[6:3];
  assign n35_o = 4'b0111 + n33_o;
  assign n36_o = fracxnorm[2:0];
  assign n37_o = {n35_o, n36_o};
  assign n38_o = t1[6];
  assign n39_o = ~n38_o;
  assign n41_o = {t1, 1'b0};
  assign n42_o = t1s[7:2];
  assign n43_o = t1s[1:0];
  assign n45_o = {1'b0, s0};
  assign n46_o = {n45_o, d1};
  assign n47_o = ~d1;
  assign n48_o = {n46_o, n47_o};
  assign n50_o = {n48_o, 1'b1};
  assign n51_o = t1s_h - u1;
  assign n52_o = d1 ? n51_o : n53_o;
  assign n53_o = t1s_h + u1;
  assign n54_o = t3_h[4:0];
  assign n55_o = {n54_o, t1s_l};
  assign n56_o = {s0, d1};
  assign n57_o = t2[6];
  assign n58_o = ~n57_o;
  assign n60_o = {t2, 1'b0};
  assign n61_o = t2s[7:1];
  assign n62_o = t2s[0];
  assign n64_o = {1'b0, s1};
  assign n65_o = {n64_o, d2};
  assign n66_o = ~d2;
  assign n67_o = {n65_o, n66_o};
  assign n69_o = {n67_o, 1'b1};
  assign n70_o = t2s_h - u2;
  assign n71_o = d2 ? n70_o : n72_o;
  assign n72_o = t2s_h + u2;
  assign n73_o = t4_h[5:0];
  assign n74_o = {n73_o, t2s_l};
  assign n75_o = {s1, d2};
  assign n76_o = t3[6];
  assign n77_o = ~n76_o;
  assign n79_o = {t3, 1'b0};
  assign n81_o = {1'b0, s2};
  assign n82_o = {n81_o, d3};
  assign n83_o = ~d3;
  assign n84_o = {n82_o, n83_o};
  assign n86_o = {n84_o, 1'b1};
  assign n87_o = t3s_h_d1 - u3_d1;
  assign n88_o = d3_d1 ? n87_o : n89_o;
  assign n89_o = t3s_h_d1 + u3_d1;
  assign n90_o = t5_h[6:0];
  assign n91_o = {s2, d3};
  assign n92_o = t4[6];
  assign n93_o = ~n92_o;
  assign n94_o = {s3_d1, d5};
  assign n95_o = mr[3:1];
  assign n96_o = mr[0];
  assign n98_o = {2'b00, round};
  assign n99_o = fr + n98_o;
  assign n100_o = {ern1_d1, frrnd};
  assign n103_o = xsx == 3'b010;
  assign n106_o = xsx == 3'b100;
  assign n109_o = xsx == 3'b000;
  assign n112_o = xsx == 3'b001;
  assign n114_o = {n112_o, n109_o, n106_o, n103_o};
  always @*
    case (n114_o)
      4'b1000: n115_o = 3'b001;
      4'b0100: n115_o = 3'b000;
      4'b0010: n115_o = 3'b100;
      4'b0001: n115_o = 3'b010;
      default: n115_o = 3'b110;
    endcase
  assign n116_o = {xsr_d1, rn2};
  always @(posedge clk)
    n117_q <= ern1;
  always @(posedge clk)
    n118_q <= d3;
  always @(posedge clk)
    n119_q <= t3s_h;
  always @(posedge clk)
    n120_q <= u3;
  always @(posedge clk)
    n121_q <= s3;
  always @(posedge clk)
    n122_q <= xsr;
endmodule
```

## config.mk

```make
export PLATFORM = sky130hd
export DESIGN_NAME = fsqrt
export DESIGN_NICKNAME = fsqrt
export VERILOG_FILES = /design/flow/design.v
export SDC_FILE = /design/flow/constraint.sdc
export NUM_CORES = 4
export LEC_CHECK = 1
export CORE_AREA = 10 10 70 70
export DIE_AREA = 0 0 80 80
```

==> ci_impl_report.md <==
## Synthesis and layout report

| Metric | Value |
|---|---|
| Post-detail-place hpwl | `1050 um` |
| Post-cts hold buffer count | `0` |
| Unrepaired setup endpoints after global routing | `yes` |
| Area of the core | `3420 sq um` |
| Number of warning messages in the logs | `31` |
| ANT nets after route | `0` |
| TritonCTS clock tree | `built` |
| Total detailed-routing wirelength | `1420 um` |
| Final slew viol count | `0` |
| Proportion of synthesized flip-flops having asynchronous set or reset | `0%` |
| Setup crit start kind | `register` |
| Overflow left after global routing | `0` |
| Port Buffer Count | `18` |
| Max FO, Critical Path | `3` |
| Diode count | `0` |
| Fraction of power consumed by sequential logic | `34.2%` |
| Required time reported for the critical path endpoint | `1.20 ns` |
| Total chip power | `1270 uW` |
| Finish-stage setup viols | `7` |
| Cells after synthesis | `64` |
| Hold Crit Class | `in2reg` |
| Area share of the leading cell type in the synthesized netlist | `37.2%` |
| Number of optimization iterations in the first detailed-route pass | `3` |
| Count of warnings emitted by yosys | `1` |
| Die Outline Area | `6400 sq um` |
| Startpoint of the most critical setup path | `n121_q[1]$_DFF_P_` |
| Violated checks | `setup timing` |
| P&R area growth vs syn | `81.4%` |
| Max Freq | `0.477 GHz` |
| Critical path data arrival time | `1.80 ns` |
| Post-route design area | `1170 sq um` |
| Width of the die | `80 um` |
| Post-synth top cells | `dfxtp_1 (12), ha_1 (11), inv_1 (10), mux2i_1 (4), nor2_1 (4)` |
| Cell row count | `21` |
| Cell type with the largest total area after synthesis | `dfxtp_1` |
| Final Hold Viols | `0` |
| Power dissipated by switching net loads | `363 uW` |
| Number of inserted filler cells in the final layout | `344` |
| Number of library cell types mapped by synthesis | `22` |
| Number of enable flip-flop cells | `0` |
| Residual DRC count | `0` |
| Multi-input gate area in the final layout | `484 sq um` |
| Power density of the placed cells | `1090 nW/um^2` |
| Setup crit end | `R[2]` |
| Area of the synthesized netlist per yosys stat | `646 sq um` |
| Comb pwr share | `46.3%` |
| Pin count of the biggest net entering global routing | `8` |
| Number of cells traversed by the worst hold path | `4` |
| Cell-internal power | `909 uW` |
| Cells taking the most area after synthesis | `dfxtp_1 (37%), ha_1 (21%), mux2i_1 (6.2%), inv_1 (5.8%), xnor2_1 (4.1%)` |
| Wire length of the first global-routing pass | `2460 um` |
| Net switching fraction of the power | `28.5%` |
| Final Wtd Congestion | `0.835` |
| Root buffer selected by CTS | `clkbuf_4` |
| Pre-Place Util | `18.9%` |
| Overall fraction of global-route tracks in use | `4.43%` |
| Clock transition at path regs | `0.07 ns` |
| Maxcap violations | `0` |
| Post-layout minimum cycle time | `2.10 ns` |
| Netlist area before placement | `646 sq um` |
| Chip Height | `80 um` |
| Total of flip-flops plus latches after synthesis | `12` |
| Clk sink count | `12` |
| Clock network fraction of design power | `19.5%` |
| Fin Hold WS | `0.378 ns` |
| Total cells reported by yosys after synthesis | `64` |
| Worst IR drop on VDD | `0.000262 V` |
| Setup CP Type | `reg2out` |
| Total clock buffers created by CTS | `3` |
| Final period util | `140%` |
| Mapped Avg Cell Area | `10.1 sq um` |
| Worst Setup End Kind | `output pin` |
| Post-layout worst setup margin | `-0.598 ns` |
| Routed wire length per instance | `9.37 um` |
| Vias/cell | `3.62` |
| Run status | `finished with violations` |
| Placement Cell Area | `1000 sq um` |
| Static Leakage | `0.000545 uW` |
| Number of global-route vias before repair | `593` |
| Number of DRC markers after the initial detailed-route iteration | `16` |
| Seq. cell area | `244 sq um` |
| Dominant synthesized flop cell | `dfxtp_1` |
| Share of cells above drive strength 1 | `45.7%` |
| Share of the core filled with cells | `34.3%` |
| Maximum count of clock buffers along a single path | `2` |
| Number of antenna violations at the first check in global routing | `0` |
| Num ports | `19` |
| Overall via count from detail_route | `546` |
| Number of levels in the clock H-tree | `1` |
| Leading cell type by number of instances after synthesis | `dfxtp_1` |
| Synth Seq Share | `37.2%` |
registers in the layout (all words and copies together) (netlist names):
register  flops
n117_q        3
n119_q        3
n121_q        3
n122_q        3
cell type report:
type | count | area share (%)
inverter | 10 | 3.21
sequential | 12 | 20.8
clock buffer | 4 | 3.10
timing repair buffer | 38 | 26.6
multi-input combinational | 41 | 41.3
tap | 46 | 4.91
how the worst min path moves through the flow:
stage | startpoint | endpoint | slack (ns)
global route | X[3] | n117_q[0]$_DFF_P_ | 0.41
CTS | X[3] | n117_q[0]$_DFF_P_ | 0.37
finish | X[3] | n117_q[0]$_DFF_P_ | 0.38
worst max-delay path, cell delays in order, from the launching register on:
cell	delay, ns
dfxtp_4	0.37
inv_2	0.05
ha_4	0.15
nand2b_4	0.14
a31oi_4	0.15
xnor2_2	0.13
ha_2	0.20
ha_4	0.12
xor2_1	0.12
buf_2	0.11
power groups by stage:
stage,combinational (uW),clock (uW),sequential (uW)
after CTS,562,260,429
after global routing,656,277,441
final,589,248,434
logic make-up (layout without fill, tap and decap cells):
family,after synthesis,after routing,synth area share (%)
other,1,1,0.581
flip-flops,12,12,37.2
XOR/XNOR,7,7,10.7
adder cells (fa/ha/maj),11,11,21.3
buffers and inverters,11,52,6.98
AND-OR/OR-AND,6,6,6.39
AND/OR/NAND/NOR,12,12,10.7
multiplexers,4,4,6.20
per-stage QoR:
stage | setup slack (ns) | TNS, ns | instances
floorplan | -0.667 | -2.43 | 64
global placement | -1.16 | -6.18 | 141
detailed placement | -1.22 | -6.43 | 141
CTS | -0.712 | -3.57 | 151
global route | -0.715 | -3.73 | 151
finish | -0.598 | -3.17 | 151
timing repair:
action                                  CTS  global route
endpoints found under the setup margin    7             7
buffers inserted                          6             0
resized                                  39             5
pin swaps                                 9             3
per-layer routing:
metal | global-route usage (%) | up-vias | part of all wire, %
met1 | 5.89 | 239 | 49
met4 | 1.06 | 0 | 1.3
met5 | 0 | - | 0
met2 | 7.14 | 13 | 44
li1 | - | 292 | -
met3 | 0.909 | 2 | 5.9
placed cells by master (no fill, tap or decap):
cell type,synthesis,layout
mux2i_1,4,3
xor2_2,1,1
inv_2,0,1
and3b_2,1,1
buf_6,0,1
and2b_2,1,1
o21ai_0,1,1
nor3_1,1,1
ha_4,0,3
buf_8,0,1
nor4_4,0,1
mux2i_2,0,1
a31oi_4,0,2
clkbuf_8,0,1
buf_4,1,20
xnor2_1,3,2
nand2_1,1,1
dfxtp_4,0,1
a21o_1,2,2
nand2b_4,0,1
xor2_1,3,3
buf_2,0,5
xnor2_2,0,1
clkdlybuf4s50_1,0,11
o311ai_4,0,1
nor3b_1,1,1
ha_1,11,6
ha_2,0,2
clkbuf_4,0,3
conb_1,1,1
dfxtp_1,12,11
and2_1,1,1
inv_1,10,9
nor2_1,4,4
Power is estimated from default activity; no workload was simulated.
