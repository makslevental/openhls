==> ./design.v <==
module dspblock_4x4_f300_uid9
    (input wire clk,
        input wire[3:0] x,
        input wire[3:0] y,
        output wire[7:0] r);
    wire[7:0] mint;
    wire[7:0] m;
    wire[7:0] rtmp;
    wire[7:0] n154_o;
    wire[7:0] n155_o;
    wire[7:0] n156_o;
    assign r = rtmp;
    assign mint = n156_o;  
    assign m = mint;  
    assign rtmp = m;  
    assign n154_o = {4'b0, x};   
    assign n155_o = {4'b0, y};   
    assign n156_o = n154_o*n155_o;  
endmodule
module intadder_8_f300_uid13
    (input wire clk,
        input wire[7:0] x,
        input wire[7:0] y,
        input wire cin,
        output wire[7:0] r);
    wire cin_1;
    wire cin_1_d1;
    wire[8:0] x_1;
    wire[8:0] x_1_d1;
    wire[8:0] y_1;
    wire[8:0] y_1_d1;
    wire[8:0] s_1;
    wire[7:0] r_1;
    wire[8:0] n143_o;
    wire[8:0] n145_o;
    wire[8:0] n146_o;
    wire[8:0] n147_o;
    wire[8:0] n148_o;
    wire[7:0] n149_o;
    reg n150_q;
    reg[8:0] n151_q;
    reg[8:0] n152_q;
    assign r = r_1;
    assign cin_1 = cin;  
    assign cin_1_d1 = n150_q;  
    assign x_1 = n143_o;  
    assign x_1_d1 = n151_q;  
    assign y_1 = n145_o;  
    assign y_1_d1 = n152_q;  
    assign s_1 = n148_o;  
    assign r_1 = n149_o;  
    assign n143_o = {1'b0, x};
    assign n145_o = {1'b0, y};
    assign n146_o = x_1_d1+y_1_d1;
    assign n147_o = {8'b0, cin_1_d1};   
    assign n148_o = n146_o+n147_o;
    assign n149_o = s_1[7:0];
    always @(posedge clk)
        n150_q <= cin_1;
    always @(posedge clk)
        n151_q <= x_1;
    always @(posedge clk)
        n152_q <= y_1;
endmodule
module intmultiplier_f300_uid5
    (input wire clk,
        input wire[3:0] x,
        input wire[3:0] y,
        output wire[7:0] r);
    wire[3:0] tile_0_x;
    wire[3:0] tile_0_y;
    wire[7:0] tile_0_output;
    wire[7:0] tile_0_filtered_output;
    wire bh7_w0_0;
    wire bh7_w1_0;
    wire bh7_w2_0;
    wire bh7_w3_0;
    wire bh7_w4_0;
    wire bh7_w5_0;
    wire bh7_w6_0;
    wire bh7_w7_0;
    wire[7:0] tmp_bitheapresult_bh7_7;
    wire[7:0] bitheapresult_bh7;
    wire[7:0] tile_0_mult_n116;
    wire[7:0] tile_0_mult_r;
    wire n119_o;
    wire n120_o;
    wire n121_o;
    wire n122_o;
    wire n123_o;
    wire n124_o;
    wire n125_o;
    wire n126_o;
    wire[1:0] n127_o;
    wire[2:0] n128_o;
    wire[3:0] n129_o;
    wire[4:0] n130_o;
    wire[5:0] n131_o;
    wire[6:0] n132_o;
    wire[7:0] n133_o;
    assign r = bitheapresult_bh7;
    assign tile_0_x = x;  
    assign tile_0_y = y;  
    assign tile_0_output = tile_0_mult_n116;  
    assign tile_0_filtered_output = tile_0_output;  
    assign bh7_w0_0 = n119_o;  
    assign bh7_w1_0 = n120_o;  
    assign bh7_w2_0 = n121_o;  
    assign bh7_w3_0 = n122_o;  
    assign bh7_w4_0 = n123_o;  
    assign bh7_w5_0 = n124_o;  
    assign bh7_w6_0 = n125_o;  
    assign bh7_w7_0 = n126_o;  
    assign tmp_bitheapresult_bh7_7 = n133_o;  
    assign bitheapresult_bh7 = tmp_bitheapresult_bh7_7;  
    assign tile_0_mult_n116 = tile_0_mult_r;  
    dspblock_4x4_f300_uid9 tile_0_mult(
        .clk(clk),
        .x(tile_0_x),
        .y(tile_0_y),
        .r(tile_0_mult_r));
    assign n119_o = tile_0_filtered_output[0];
    assign n120_o = tile_0_filtered_output[1];
    assign n121_o = tile_0_filtered_output[2];
    assign n122_o = tile_0_filtered_output[3];
    assign n123_o = tile_0_filtered_output[4];
    assign n124_o = tile_0_filtered_output[5];
    assign n125_o = tile_0_filtered_output[6];
    assign n126_o = tile_0_filtered_output[7];
    assign n127_o = {bh7_w7_0, bh7_w6_0};
    assign n128_o = {n127_o, bh7_w5_0};
    assign n129_o = {n128_o, bh7_w4_0};
    assign n130_o = {n129_o, bh7_w3_0};
    assign n131_o = {n130_o, bh7_w2_0};
    assign n132_o = {n131_o, bh7_w1_0};
    assign n133_o = {n132_o, bh7_w0_0};
endmodule
module fmul#(parameter ID=1)
    (input wire clk,
        input wire[8:0] X,
        input wire[8:0] Y,
        output wire[8:0] R);
    wire sign;
    wire sign_d1;
    wire[2:0] expx;
    wire[2:0] expy;
    wire[4:0] expsumpresub;
    wire[4:0] bias;
    wire[4:0] expsum;
    wire[3:0] sigx;
    wire[3:0] sigy;
    wire[7:0] sigprod;
    wire[3:0] excsel;
    wire[1:0] exc;
    wire[1:0] exc_d1;
    wire norm;
    wire[4:0] exppostnorm;
    wire[7:0] sigprodext;
    wire[7:0] expsig;
    wire sticky;
    wire guard;
    wire round;
    wire[7:0] expsigpostround;
    wire[1:0] excpostnorm;
    wire[1:0] finalexc;
    wire n7_o;
    wire n8_o;
    wire n9_o;
    wire[2:0] n10_o;
    wire[2:0] n11_o;
    wire[4:0] n13_o;
    wire[4:0] n15_o;
    wire[4:0] n16_o;
    wire[4:0] n18_o;
    wire[2:0] n19_o;
    wire[3:0] n21_o;
    wire[2:0] n22_o;
    wire[3:0] n24_o;
    wire[7:0] significandmultiplication_n25;
    wire[7:0] significandmultiplication_r;
    wire[1:0] n28_o;
    wire[1:0] n29_o;
    wire[3:0] n30_o;
    wire n33_o;
    wire n35_o;
    wire n36_o;
    wire n38_o;
    wire n39_o;
    wire n42_o;
    wire n45_o;
    wire n47_o;
    wire n48_o;
    wire n50_o;
    wire n51_o;
    wire[2:0] n53_o;
    reg[1:0] n54_o;
    wire n55_o;
    wire[4:0] n57_o;
    wire[4:0] n58_o;
    wire[6:0] n59_o;
    wire[7:0] n61_o;
    wire[7:0] n62_o;
    wire[5:0] n63_o;
    wire[7:0] n65_o;
    wire[2:0] n66_o;
    wire[7:0] n67_o;
    wire n68_o;
    wire[3:0] n70_o;
    wire n72_o;
    wire n73_o;
    wire n75_o;
    wire n76_o;
    wire n77_o;
    wire n78_o;
    wire n79_o;
    wire n80_o;
    localparam [7:0] n81_o = 8'b00000000;
    wire[7:0] roundingadder_n82;
    wire[7:0] roundingadder_r;
    wire[1:0] n85_o;
    wire n88_o;
    wire n91_o;
    wire n94_o;
    wire n96_o;
    wire n97_o;
    wire[2:0] n99_o;
    reg[1:0] n100_o;
    wire n102_o;
    wire n104_o;
    wire n105_o;
    wire n107_o;
    wire n108_o;
    reg[1:0] n109_o;
    wire[2:0] n110_o;
    wire[5:0] n111_o;
    wire[8:0] n112_o;
    reg n113_q;
    reg[1:0] n114_q;
    assign R = n112_o;
    assign sign = n9_o;  
    assign sign_d1 = n113_q;  
    assign expx = n10_o;  
    assign expy = n11_o;  
    assign expsumpresub = n16_o;  
    assign bias = 5'b00011;  
    assign expsum = n18_o;  
    assign sigx = n21_o;  
    assign sigy = n24_o;  
    assign sigprod = significandmultiplication_n25;  
    assign excsel = n30_o;  
    assign exc = n54_o;  
    assign exc_d1 = n114_q;  
    assign norm = n55_o;  
    assign exppostnorm = n58_o;  
    assign sigprodext = n62_o;  
    assign expsig = n67_o;  
    assign sticky = n68_o;  
    assign guard = n73_o;  
    assign round = n80_o;  
    assign expsigpostround = roundingadder_n82;  
    assign excpostnorm = n100_o;  
    assign finalexc = n109_o;  
    assign n7_o = X[6];
    assign n8_o = Y[6];
    assign n9_o = n7_o ^ n8_o;
    assign n10_o = X[5:3];
    assign n11_o = Y[5:3];
    assign n13_o = {2'b00, expx};
    assign n15_o = {2'b00, expy};
    assign n16_o = n13_o+n15_o;
    assign n18_o = expsumpresub-bias;
    assign n19_o = X[2:0];
    assign n21_o = {1'b1, n19_o};
    assign n22_o = Y[2:0];
    assign n24_o = {1'b1, n22_o};
    assign significandmultiplication_n25 = significandmultiplication_r;  
    intmultiplier_f300_uid5 significandmultiplication(
        .clk(clk),
        .x(sigx),
        .y(sigy),
        .r(significandmultiplication_r));
    assign n28_o = X[8:7];
    assign n29_o = Y[8:7];
    assign n30_o = {n28_o, n29_o};
    assign n33_o = excsel == 4'b0000;
    assign n35_o = excsel == 4'b0001;
    assign n36_o = n33_o | n35_o;
    assign n38_o = excsel == 4'b0100;
    assign n39_o = n36_o | n38_o;
    assign n42_o = excsel == 4'b0101;
    assign n45_o = excsel == 4'b0110;
    assign n47_o = excsel == 4'b1001;
    assign n48_o = n45_o | n47_o;
    assign n50_o = excsel == 4'b1010;
    assign n51_o = n48_o | n50_o;
    assign n53_o = {n51_o, n42_o, n39_o};
    always @*
        case (n53_o)
            3'b100: n54_o = 2'b10;
            3'b010: n54_o = 2'b01;
            3'b001: n54_o = 2'b00;
            default: n54_o = 2'b11;
        endcase
    assign n55_o = sigprod[7];
    assign n57_o = {4'b0000, norm};
    assign n58_o = expsum+n57_o;
    assign n59_o = sigprod[6:0];
    assign n61_o = {n59_o, 1'b0};
    assign n62_o = norm ? n61_o : n65_o;
    assign n63_o = sigprod[5:0];
    assign n65_o = {n63_o, 2'b00};
    assign n66_o = sigprodext[7:5];
    assign n67_o = {exppostnorm, n66_o};
    assign n68_o = sigprodext[4];
    assign n70_o = sigprodext[3:0];
    assign n72_o = n70_o == 4'b0000;
    assign n73_o = n72_o ? 1'b0 : 1'b1;
    assign n75_o = sigprodext[5];
    assign n76_o = ~n75_o;
    assign n77_o = guard & n76_o;
    assign n78_o = sigprodext[5];
    assign n79_o = n77_o | n78_o;
    assign n80_o = sticky & n79_o;
    assign roundingadder_n82 = roundingadder_r;  
    intadder_8_f300_uid13 roundingadder(
        .clk(clk),
        .x(expsig),
        .y(n81_o),
        .cin(round),
        .r(roundingadder_r));
    assign n85_o = expsigpostround[7:6];
    assign n88_o = n85_o == 2'b00;
    assign n91_o = n85_o == 2'b01;
    assign n94_o = n85_o == 2'b11;
    assign n96_o = n85_o == 2'b10;
    assign n97_o = n94_o | n96_o;
    assign n99_o = {n97_o, n91_o, n88_o};
    always @*
        case (n99_o)
            3'b100: n100_o = 2'b00;
            3'b010: n100_o = 2'b10;
            3'b001: n100_o = 2'b01;
            default: n100_o = 2'b11;
        endcase
    assign n102_o = exc_d1 == 2'b11;
    assign n104_o = exc_d1 == 2'b10;
    assign n105_o = n102_o | n104_o;
    assign n107_o = exc_d1 == 2'b00;
    assign n108_o = n105_o | n107_o;
    always @*
        case (n108_o)
            1'b1: n109_o = exc_d1;
            default: n109_o = excpostnorm;
        endcase
    assign n110_o = {finalexc, sign_d1};
    assign n111_o = expsigpostround[5:0];
    assign n112_o = {n110_o, n111_o};
    always @(posedge clk)
        n113_q <= sign;
    always @(posedge clk)
        n114_q <= exc;
endmodule
==> ./run.sh <==
#!/bin/bash
# OpenROAD 26Q1-2900-gdf79404cd8, Yosys 0.63+post, stock flow scripts
make -C /OpenROAD-flow-scripts/flow DESIGN_CONFIG=/design/flow/config.mk WORK_HOME=/design/flow/orfs finish
==> ./config.mk <==
export PLATFORM = sky130hd
export DESIGN_NAME = fmul
export DESIGN_NICKNAME = fmul
export VERILOG_FILES = /design/flow/design.v
export SDC_FILE = /design/flow/constraint.sdc
export NUM_CORES = 4
export LEC_CHECK = 1
export CORE_AREA = 10 10 84 84
export DIE_AREA = 0 0 94 94
==> ./constraint.sdc <==
current_design fmul

set clk_period 5.5
set clk_io_pct 0.2

create_clock -name clk0 -period $clk_period [get_ports {clk}]

set non_clock_inputs [all_inputs -no_clocks]
set_input_delay [expr $clk_period * $clk_io_pct] -clock clk0 $non_clock_inputs
set_output_delay [expr $clk_period * $clk_io_pct] -clock clk0 [all_outputs]
==> flow_metrics.py <==
# Generated from Yosys and OpenROAD reports
metrics = {
    "run_status": {
        "status": "finished, final reports clean",
    },
    "sta": {
        "relSlewSlack_pct": 75.4,
        "slew_viol_final": 0,
        "whs_ps": 1450,
        "period_needed_ps": 4920,
        "fin_tns_setup_ps": 0,
        "fmax_ghz": 0.203,
        "setup_violations": 0,
        "worst_pin_slew_ps": 359,
        "hold_violations": 0,
        "period_used_pct": 89.4,
        "rsz0062_at_grt": "no",
    },
    "power": {
        "pwr-share-seq_pct": 29.5,
        "irDropWorstVdd_uv": 139,
        "power_density_nw_per_um2": 280,
        "intPower_uw": 308,
        "swShare_pct": 29.8,
        "clockPowerShare_pct": 21.2,
        "switching_power_uw": 131,
        "power_frac_comb_pct": 49.2,
        "p_leak_nw": 0.736,
    },
    "synthesis": {
        "top_area_cell": "dfxtp_1",
        "ys.flops": 12,
        "ys_async_sr_fraction_pct": 0,
        "syn_area_um2": 1160,
        "synth_warnings": 2,
        "synth-main-ff-cell": "dfxtp_1",
        "ys_area_um2": 1160,
        "avgSynthCellArea_um2": 8.85,
        "yosysUniqueCellTypes": 33,
        "ys_seq_share_pct": 20.7,
        "top_area_share_pct": 20.7,
        "edf_count": 0,
        "ys_top_cells_by_area": "dfxtp_1 21%, ha_1 19%, fa_1 10%",
        "syn_inst": 131,
        "yosys-stat-cells": 131,
    },
    "route": {
        "via_count": 910,
        "routedWlPerCell_um": 9.34,
        "drt-pass1-iter-count": 4,
        "diodes": 0,
        "drc_errors": 0,
        "drt_iter0_drc": 24,
        "finalWirelength_um": 2160,
        "ant_nets": 0,
        "vias_per_cell": 3.94,
    },
    "cells_and_area": {
        "postLayoutCoreUtil_pct": 30.1,
        "final_layout_size_suffix_gt1_share_pct": 6.83,
        "stdcell_count": 231,
        "design_area_um2": 1570,
        "fill_cells": 566,
        "area_growth_pct": 35.0,
    },
    "place": {
        "port_buffers": 27,
        "place_congestion": 0.852,
        "place_area_um2": 1510,
        "dpl.cell_count": 227,
        "place_hpwl_um": 1920,
    },
    "clock_network": {
        "cts_hold_buf": 0,
        "ctsRootBufferMaster": "clkbuf_8",
        "cts_tree": "built",
        "cts_resized": 0,
        "post-cts-setup-buffers": 0,
        "cts_buffers": 3,
        "cts.sinks": 12,
        "path_clk_slew_ps": 50,
        "cts.path.max_buffers": 2,
        "htreeDepth": 1,
    },
    "global_route": {
        "grt_antenna_before_repair": 0,
        "grt_pass1_wl_um": 3710,
        "grt_pass1_vias": 865,
        "overflow": 0,
        "grt_max_degree": 8,
        "track_usage_pct": 4.90,
    },
    "worst_setup_path": {
        "slowest_stage": "fa_1",
        "path_buffers": 5,
        "crit_path_end": "roundingadder.n151_q[7]",
        "crit_fanout": 6,
        "required_ps": 5630,
        "end_kind": "flip-flop",
        "crit_type": "primary input to flip-flop",
        "critPathLaunchType": "primary input",
        "crit_chain": "clkdlybuf4s50_1 -> inv_1 -> nor2_1 -> fa_1 -> inv_1 -> fa_1 -> inv_1 -> ha_1 -> a211oi_2 -> o21bai_1 -> a311o_2 -> xor2_1 -> ha_1 -> inv_1 -> fa_1 -> nor2b_1 -> nor3b_1",
        "crit_family": "adder cells",
        "arrival_ps": 5040,
        "path_depth": 17,
        "cpMostUsedCell": "inv_1",
        "slowest_delay_ps": 560,
        "crit_start": "Y[2]",
    },
    "floorplanning": {
        "fp-row-count": 26,
        "chipArea_um2": 8840,
        "pin_count": 28,
        "fp_util_pct": 22.3,
        "die_w_um": 94,
        "core_area_um2": 5200,
        "die_h_um": 94,
    },
    "flow_run": {
        "max_cap_viol_count": 0,
        "tool_warnings": 27,
    },
    "hold_path": {
        "hold_class": "primary input to flip-flop",
    },
}
cells in the mapped netlist (2+ instances only):
master	instances
xor2_1	5
xnor2_1	7
a21o_1	3
ha_1	18
dfxtp_1	12
fa_1	6
nand2b_1	2
a2111oi_0	2
nor3_1	2
o21bai_1	2
nand3_1	5
a21oi_1	6
mux2_2	2
inv_1	25
nand2_1	7
and2_1	2
nor2_1	8
mux2_4	2
layer usage:
metal	track usage (%)	up-vias	wire length (um)
met2	7.20	19	914
met4	0.380	0	7
met1	7.17	397	1050
met3	1.53	2	189
li1	-	492	-
met5	0	-	0
how the worst min path moves through the flow:
stage,start,endpoint,depth (start not counted)
finish,Y[6],n113_q,2
global route,X[6],n113_q,2
CTS,Y[6],n113_q,2
cell type report:
| cell class | count | area (um2) | area share [%] |
|---|---|---|---|
| Tap cell | 70 | 87.6 | 5.60 |
| Inverter | 25 | 93.8 | 6.00 |
| Multi-Input combinational cell | 93 | 818 | 52.3 |
| Sequential cell | 12 | 240 | 15.3 |
| Clock buffer | 4 | 55.1 | 3.52 |
| Timing Repair Buffer | 27 | 270 | 17.3 |
power groups by stage:
stage         Clock [mW]  Combinational (mW)  Sequential, mW
CTS               0.0958               0.221           0.130
global route      0.0992               0.248           0.132
finish            0.0931               0.216           0.130
placed cells by master (no fill, tap or decap), types with 2 or more instances in the layout:
master           Yosys  routed
clkdlybuf4s50_1      0      27
nand2b_1             2       2
mux2_4               2       2
xnor2_1              7       7
a21oi_1              6       6
o21bai_1             2       2
ha_1                18      18
xor2_1               5       5
nor3_1               2       2
a21o_1               3       3
a2111oi_0            2       2
dfxtp_1             12      12
nand2_1              7       7
inv_1               25      25
clkbuf_8             0       4
fa_1                 6       6
mux2_2               2       2
and2_1               2       2
nor2_1               8       8
nand3_1              5       5
metrics by stage:
step / total power [mW] / setup WS, ps
final: 0.439 / 585
after global routing: 0.479 / 269
after CTS: 0.446 / 551
after detailed placement: 0.350 / 280
after global placement: 0.349 / 314
after floorplan: 0.245 / 950
sequential cells by signal (all words and copies together) (netlist names):
name                  flops
roundingadder.n151_q      8
n114_q                    2
n113_q                    1
roundingadder.n150_q      1
logic make-up after synthesis:
group                      count (synthesis)  synth area share [%]
AOI/OAI and AO/OA                         19                  11.9
xor gates and xnor gates                  12                  9.06
buffers and inverters                     26                  8.74
muxes                                      5                  5.39
DFF                                       12                  20.7
and+or+nand+nor                           33                  14.5
adders and majority gates                 24                  29.8
Power and IR drop assume default switching activity.
